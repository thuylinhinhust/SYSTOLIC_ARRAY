==> flow/design.v <==
module FIFO_MAX_POOL_array #(
    parameter DATA_WIDTH    = 8 ,
    parameter NUM_MODULES   = 16
) (
    input  [DATA_WIDTH*2 * NUM_MODULES * 2 - 1 : 0] data_in,
    output [DATA_WIDTH*2 * NUM_MODULES     - 1 : 0] data_out
);
    genvar i;
    generate
        for (i = 0; i < NUM_MODULES; i = i + 1) begin : max_pooling
            MAX_POOL #(.DATA_WIDTH (DATA_WIDTH)) u_max_pooling_2 (
                .data_in_1 ( data_in [(2*i)  * DATA_WIDTH*2 +: DATA_WIDTH*2] ) ,
                .data_in_2 ( data_in [(2*i+1)* DATA_WIDTH*2 +: DATA_WIDTH*2] ) ,
                .data_out  ( data_out[ i     * DATA_WIDTH*2 +: DATA_WIDTH*2] )
            );
        end
    endgenerate
endmodule
module MAX_POOL #(
    parameter DATA_WIDTH = 8
) (
    input  [DATA_WIDTH*2 - 1 : 0] data_in_1, 
    input  [DATA_WIDTH*2 - 1 : 0] data_in_2, 
    output [DATA_WIDTH*2 - 1 : 0] data_out  
);
    assign data_out = ($signed(data_in_1) > $signed(data_in_2)) ? data_in_1 : data_in_2;
endmodule
==> flow/run.sh <==
#!/bin/bash
# OpenROAD 26Q1-2900-gdf79404cd8, Yosys 0.63+post, stock flow scripts
make -C /OpenROAD-flow-scripts/flow DESIGN_CONFIG=/design/flow/config.mk WORK_HOME=/design/flow/orfs finish
==> flow/config.mk <==
export PLATFORM = sky130hd
export DESIGN_NAME = FIFO_MAX_POOL_array
export DESIGN_NICKNAME = FIFO_MAX_POOL_array
export VERILOG_FILES = /design/flow/design.v
export SDC_FILE = /design/flow/constraint.sdc
export NUM_CORES = 4
export LEC_CHECK = 1
export CORE_AREA = 10 10 298 298
export DIE_AREA = 0 0 308 308
==> flow/constraint.sdc <==
current_design FIFO_MAX_POOL_array

set clk_period 6.4
set clk_io_pct 0.2

create_clock -name clk0 -period $clk_period

set non_clock_inputs [all_inputs -no_clocks]
set_input_delay [expr $clk_period * $clk_io_pct] -clock clk0 $non_clock_inputs
set_output_delay [expr $clk_period * $clk_io_pct] -clock clk0 [all_outputs]
==> results.toml <==
# flow metrics
[run_status]
run_status = "completed"

[grt]
wire_length_of_the_first_global_routing_pass_um = 78700
globalRouteTotalUtil = 0.111
grt_max_degree = 17
globalRouteOverflowTotal = 0
grt_antenna_before_repair = 8
number_of_global_route_vias_before_repair = 12200

[power_and_ir_drop]
power.internal_mw = 1.02
power.share.switching = 0.351
vdd_ir_drop_max_uv = 41.6
sequential_cell_fraction_of_total_power = 0
leakage_nw = 8.48
p_per_area_nw_per_um2 = 83.4
total_power_mw = 1.57
clkPwrFrac = 0
pwr-share-comb = 1.000
p_sw_mw = 0.552

[routing]
drc = 0
postRouteWirelength_um = 55900
drtPass1Iterations = 4
num_vias = 11500
drtAntennaViolNets = 0
drt_iter0_markers = 296
wire_per_inst_um = 18.5
post_drt_via_cell_ratio = 3.81

[timing]
worst_slew_pin_slew_ns = 0.825
setup_viol_count_final = 0
relSlewSlack = 0.450
period_used_share = 0.922
period_minus_slack_ns = 5.90
final_critical_path_setup_slack_ns = 0.498
timing_hold_violations_final = 0
fmax_mhz = 169
rsz0062_at_grt = "false"
timing.final.max_slew_violations = 0
timing.setup.tns_ns = 0

[finish]
syn_to_layout_area_delta_pct = 92.5
n_clock_buffer = 0
post_route_cells_drive_above_1_share = 0.156
fillCellCount = 8938
final_design_area_no_fill_um2 = 18900
flop-count = 0
register_area_um2 = 0
post_layout_nonfiller_instances = 3017

[setup_path]
cp_max_fo = 14
critPathLaunchType = "primary input"
crit_type = "primary input to output pin"
cp-end-kind = "output pin"
required_ns = 5.12
arrival_ns = 4.62

[floorplan]
row_count = 105
die_height_um = 308
core_um2 = 82100
area_enclosed_by_the_die_boundary_um2 = 94900
die.size.x_um = 308
initial_utilization = 0.119
floorplan.io_pins = 768

[clocking]
cts-resized-gates = 0
cts_post_setup_buffers_inserted = 0
number_of_hold_buffers_added_after_cts = 0

[yosys]
avgSynthCellArea_um2 = 8.35
yosys.stat.seqShare = 0
count_of_mapped_cells_out_of_synthesis = 1173
synth_stat.cells = 1173
yosysWarnings = 0
yosys_area_um2 = 9790
post_synth_num_cell_types = 44
post_synthesis_cell_area_um2 = 9790

[job]
log.warning_count = 32
max_cap_violations = 0

[place]
placed_instance_count = 3015
hpwlAfterDp_um = 52900
placement.setup.worst_slack_ns = 0.415
portBuffers = 768
routabilityCongestion = 0.942
placement.cell_area_um2 = 18900

[worst_hold_path]
worst_hold_path_class = "primary input to output pin"
-- kinds of logic (layout without fill, tap and decap cells) --
logic type	after synthesis	count (layout)	share of synthesized area
AND-OR/OR-AND	210	210	0.151
adder cells (fa/ha/maj)	256	256	0.327
buffers and inverters	280	1052	0.113
multiplexers	256	256	0.298
other	0	2	0
AND/OR/NAND/NOR	171	171	0.110
-- layout make-up --
class / count / area [um^2] / share of cell area
tap: 1070 / 1340 / 0.0710
inverter: 264 / 991 / 0.0526
antenna: 2 / 5.00 / 0.000265
multi-input combinational: 893 / 8690 / 0.461
timing repair buffer: 788 / 7840 / 0.416
-- Yosys cell counts, types with 2 or more instances --
cell         n  area share
nor2b_1     29       0.019
a2111oi_4    2      0.0056
mux2_4      10       0.015
o21ai_2      6      0.0054
nand4b_1     6      0.0054
inv_1      264        0.10
nand3b_1     3      0.0023
buf_6        6      0.0069
o211ai_1    14       0.011
ha_1       256        0.33
or2_1        7      0.0045
a2111oi_0    6      0.0054
mux2_2     246        0.28
o22ai_2      8       0.010
a211o_1      6      0.0054
nand3_1     13      0.0066
o21a_1       7      0.0054
a21oi_1     66       0.034
nand4_1     34       0.022
and4_1      19       0.017
nand2b_1    12      0.0077
nand2_1     18      0.0069
a22oi_1      6      0.0046
nor2_1       2     0.00077
and3_1      25       0.016
a21o_1      23       0.018
a31oi_1     11      0.0070
o21ai_0     33       0.017
o41ai_1      7      0.0063
buf_2       10      0.0051
a2111oi_2    5      0.0077
-- layer usage --
layer	share of wire	global-route usage
met1	0.37	0.121
met4	0.023	0.0217
met5	0.0013	0
met2	0.49	0.202
met3	0.11	0.0432
-- placed cells by master, fill, tap and decap left out, drive strengths merged, types with 19 or more instances in the layout --
master,instances
and3,25
ha,256
nor2b,30
a21o,24
buf,21
clkdlybuf4s50,767
and4,19
nand4,34
inv,264
mux2,256
o21ai,40
a21oi,66
-- critical path: stages --
cell             delay (ns)
clkdlybuf4s50_1        0.50
inv_1                  0.06
ha_1                   0.28
and3_1                 0.31
and3_1                 0.36
o21ai_0                0.14
nand4b_1               0.22
a31oi_1                0.08
o21ai_2                0.21
buf_4                  0.31
mux2_2                 0.42
clkdlybuf4s50_1        0.44
-- final timing paths --
kind	start	end	slack [ns]	depth (start not counted)
setup / recovery	data_in[254]	data_out[115]	0.50	12
hold / removal	data_in[228]	data_out[116]	3.35	3
-- metrics by stage --
| stage | utilization | hold slack, ns |
|---|---|---|
| after floorplan | - | 2.66 |
| after global placement | 0.230 | 3.38 |
| after detailed placement | 0.230 | 3.39 |
| after CTS | 0.230 | 3.39 |
| after global routing | 0.230 | 3.43 |
| final | 0.230 | 3.35 |
-- power by group through the flow --
stage | logic (mW) | registers [mW] | clock network, mW
CTS | 1.61 | 0 | 0
finish | 1.57 | 0 | 0.0000000281
global route | 1.72 | 0 | 0
Power figures rest on the tool's default switching activity, not on a simulated workload.
