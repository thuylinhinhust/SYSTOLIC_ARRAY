==> flow/design.v <==
module shift_RF #(parameter DATA_WIDTH = 8, BUFFER_SIZE = 27) (
	input                           clk     ,
	input                           rst_n   ,
	input                           read_en ,
	input      [DATA_WIDTH - 1 : 0] data_in ,
	output reg [DATA_WIDTH - 1 : 0] data_out
);
	reg [DATA_WIDTH - 1 : 0] buffer [0 : BUFFER_SIZE - 1];
	integer i;
	always @(posedge clk or negedge rst_n) begin
		if (!rst_n) begin
			data_out      <= 0;
			for (i = 0; i < BUFFER_SIZE; i = i + 1) begin
				buffer[i] <= 0;
			end
		end
		else begin
			data_out      <= buffer[BUFFER_SIZE - 1];
			for (i = BUFFER_SIZE - 1; i > 0; i = i - 1) begin
				buffer[i] <= buffer[i - 1];
			end
			buffer[0]     <= (read_en) ? data_in : 0;
		end
	end	
endmodule
module shift_RF_16 #(parameter DATA_WIDTH = 8, BUFFER_SIZE = 27, BUFFER_COUNT = 16) (
    input                                      clk     ,
    input                                      rst_n   ,
    input                                      read_en ,
    input  [BUFFER_COUNT * DATA_WIDTH - 1 : 0] data_in ,
    output [BUFFER_COUNT * DATA_WIDTH - 1 : 0] data_out
);
    genvar i;
    generate
        for (i = 0; i < BUFFER_COUNT; i = i + 1) begin
            shift_RF #(.DATA_WIDTH (DATA_WIDTH), .BUFFER_SIZE (BUFFER_SIZE + i)) shift_RF_inst (
                .clk      ( clk                                     ) ,
                .rst_n    ( rst_n                                   ) ,
                .read_en  (read_en                                  ) ,
                .data_in  ( data_in  [i * DATA_WIDTH +: DATA_WIDTH] ) ,
                .data_out ( data_out [i * DATA_WIDTH +: DATA_WIDTH] )
            );
        end
    endgenerate
endmodule
==> flow/run.sh <==
#!/bin/bash
# OpenROAD 26Q1-2900-gdf79404cd8, Yosys 0.63+post, stock flow scripts
make -C /OpenROAD-flow-scripts/flow DESIGN_CONFIG=/design/flow/config.mk WORK_HOME=/design/flow/orfs finish
==> flow/config.mk <==
export PLATFORM = sky130hd
export DESIGN_NAME = shift_RF_16
export DESIGN_NICKNAME = shift_RF_16
export VERILOG_FILES = /design/flow/design.v
export SDC_FILE = /design/flow/constraint.sdc
export NUM_CORES = 4
export LEC_CHECK = 1
export CORE_UTILIZATION = 40
==> flow/constraint.sdc <==
current_design shift_RF_16

set clk_period 1.0
set clk_io_pct 0.2

create_clock -name clk0 -period $clk_period [get_ports {clk}]

set non_clock_inputs [all_inputs -no_clocks]
set_input_delay [expr $clk_period * $clk_io_pct] -clock clk0 $non_clock_inputs
set_output_delay [expr $clk_period * $clk_io_pct] -clock clk0 [all_outputs]
==> results.txt <==
Implementation run completed; key figures follow.

Worst setup path:
- STA lists the endpoint of the worst register-to-register path as genblk1[7].shift_RF_inst.buffer[21][1]$_DFF_PN0_.
- On the critical path, the stage with the largest delay is an instance of dfrtp_1.
- The timing report attributes the biggest portion of critical-path delay to flip-flops.
- The worst register-to-register path depth is 0.
- The report lists the cells along the critical path as buf_2.
- The run puts the count of buffer and inverter cells on the critical path at 1.
- For reference, the most critical setup path is categorized as reg -> out.
- The run gives the reg-to-reg critical path startpoint as genblk1[7].shift_RF_inst.buffer[20][1]$_DFF_PN0_.
- The run puts the maximum fanout encountered on the critical timing path at 1.
- The worst setup path is launched from a flip-flop.
- The run puts the internal reg-to-reg setup slack at 360 ps.
- The run puts the endpoint arrival time on the critical path at 1420 ps.
- The run gives the critical path data required time as 800 ps.
- The run gives the maximum single-stage delay on the critical path as 370 ps.
- The worst setup path is captured at an output port.

GRT:
- The run gives the total track usage as 10.1%.
- The run gives the number of antenna violations at the first check in global routing as 8.
- The run puts the leftover overflow at the end of global routing at 0.
- The via count of the first global-routing pass came to 42.5k.
- The first global-routing pass estimated 225000 µm of wire.
- Entering global routing, the biggest net connects 72 pins.

Cells and area:
- The run gives the share of cells above drive strength 1 as 18.5%.
- The run gives the area growth from synthesis to layout as 22.6%.
- The run puts the non-filler instance count after layout at 9898.

Synth:
- The run gives the dominant kind of combinational cell as simple AND/OR/NAND/NOR gates.
- Sequential cells were found to cover 99.1% of the synthesized design area.
- The run puts the post-synthesis compound-gate area fraction at 0%.
- The run gives the adder-cell share of the synthesized area as 0%.
- The run gives the total standard cell area after synthesis as 115000 µm².
- The run puts the multiplexer share of the synthesized area at 0%.
- The run gives the number of cells in the yosys synthesis report as 4686.
- The run puts the number of unique standard cell types used by synthesis at 5.
- The run gives the flop and latch count out of synthesis as 4544.
- The run puts the synthesized-area fraction occupied by and/or/nand/nor cells at 0.728%.
- The run gives the Yosys warning count as 32.
- The run gives the gate count after technology mapping as 4686.
- Averaged over all synthesized cells, the footprint is 24.5 µm².
- The run gives the fraction of synthesized cell area in xor and xnor cells as 0%.
- The run gives the synthesized chip area reported by yosys as 115000 µm².

Drt:
- The run puts the total wirelength of the detailed-routed design at 128000 µm.
- For this run, the detailed router reports a per-instance via density of 3.79.
- The run puts the final antenna-violating net count at 0.
- The run gives the DRC marker count from the first detailed-route iteration as 1651.
- The run gives the routed wire length per instance as 12.9 µm.
- The run puts the detailed-route via count at 37.5k.
- In the log, the iteration count for the first detailed-route pass is 4.
- Per the detail_route report, DRC violations left total 0.

Final timing:
- The run puts the highest clock frequency the design can meet at 616 MHz.
- The run puts the final worst clock skew at 52.1 ps.
- Setup repair after global routing could not meet its margin everywhere.
- The run puts the post-route clock period utilization at 162%.
- The run puts the worst slew margin relative to its limit at 64.6%.
- The run puts the final setup slack of the worst path at -623 ps.
- Final hold analysis gives a worst-case slack of 109 ps.
- The run gives the setup violation total in the final timing report as 128.
- Per the final timing report, the hold violations number 0.
- The run gives the slew at the pin closest to its max-slew limit as 529 ps.
- The run gives the number of max-slew violations in the final report as 0.
- The smallest clock period supported by the final layout is computed as 1620 ps.

Die:
- The run gives the effective utilization at floorplan as 40.2%.
- The run gives the number of top-level design ports as 259.
- Per the OpenROAD floorplan log, the area of the die is 289000 µm².
- According to the floorplan report, the die width is 537 µm.
- The total area inside the core boundary comes to 285000 µm².
- The run gives the y dimension of the die as 537 µm.
- The run gives the row count as 196.

Flow run:
- Summing over the stages, the warning tally comes to 29.
- Across the run, the number of max-cap violations was 0.

Clocking:
- The run puts the post-CTS setup-driven buffer insertion count at 0.
- TritonCTS built the clock tree.
- The run gives the clock latency of the later-clocked register in the worst-skew pair as 930 ps.
- The run gives the clock root buffer as clkbuf_16.
- The number of clock buffers added by TritonCTS is 427.
- The run gives the count of clock tree sinks as 4544.
- No sink is reached through more buffers than the 4 on the longest clock path.
- The run puts the number of H-tree levels at 5.
- On the reported timing paths, the clock transition at the registers reads 60 ps.

Placed design:
- The run puts the cell count after placement at 8975.
- The run gives the final weighted congestion of routability-driven global placement as 0.719.
- Input and output buffers added on the ports amount to 258.
- The run gives the estimated wirelength of the detail-placed design as 63700 µm.

Hold path:
- The run gives the type of the most critical hold path as in -> async.

Outcome:
- The run finished, with violations left.
- The checks that failed: setup timing.

Power and ir drop:
- The run gives the post-layout total power as 359 mW.
- The run puts the peak supply drop at 1430 µV.
- The run gives the standby leakage power as 69.6 nW.
- The run puts the ratio of total power to cell area at 2550 nW/µm².
worst max-delay path by stage:
stage                                             startpoint      endpoint  slack (ps)  cells after the start
global route  genblk1[3].shift_RF_inst.data_out[3]$_DFF_PN0_  data_out[27]        -720                      1
CTS           genblk1[3].shift_RF_inst.data_out[3]$_DFF_PN0_  data_out[27]        -740                      1
finish        genblk1[0].shift_RF_inst.data_out[1]$_DFF_PN0_   data_out[1]        -620                      1
flip-flops by register name, summed over array words and instances, names as in the netlist:
| signal | cells |
|---|---|
| genblk1.shift_RF_inst.data_out | 128 |
| genblk1.shift_RF_inst.buffer | 4416 |
report_power, final:
group,internal (mW),switching (mW)
combinational,2.52,3.97
sequential,193,2.45
clock,91.9,64.6
total,288,71.0
layout make-up:
type,count,area [µm²]
clock inverters,147,1720
diodes,5,12.5
multi-input cells,128,835
well taps,3762,4710
repair buffers,688,7140
fillers,22150,145000
flip-flops and latches,4544,114000
clock buffers,624,12500
metal layers:
layer / vias to the layer above / global-route usage [%] / routed length [µm]
li1: 16818 / - / -
met1: 19589 / 18.7 / 62400
met2: 712 / 12.4 / 53200
met3: 353 / 2.73 / 7740
met4: 6 / 3.21 / 4370
met5: - / 0 / 41
kinds of logic after synthesis:
family / after synthesis
and+or+nand+nor: 128
DFF: 4544
buffers and inverters: 14
Yosys cell counts:
cell      count  area, µm²
buf_6        13        146
dfrtp_1    4544     114000
and2_2       27        203
clkbuf_4      1       7.51
and2_1      101        632
stage by stage:
stage / instance area [µm²] / worst slack [ps] / setup TNS (ps) / utilization, %
after detailed placement: 125000 / -146 / -35510 / 44.0
final: 141000 / -623 / -73180 / 49.3
after floorplan: 115000 / 261 / 0 / -
after global routing: 141000 / -719 / -85990 / 49.3
after global placement: 125000 / -136 / -24890 / 44.0
after CTS: 141000 / -735 / -589440 / 49.3
what timing repair did:
| action | in CTS | in global routing |
|---|---|---|
| cloned | 0 | 3 |
| hold buffers | 133 | 0 |
| endpoints found under the setup margin | 128 | 1783 |
| gates resized | 384 | 14 |
| hold endpoints to repair | 4672 | 0 |
cell usage in the layout (no fill, tap or decap):
cell	instances
buf_2	129
dlymetal6s2s_1	1
clkbuf_2	1
clkdlybuf4s50_1	128
and2_2	27
inv_6	14
buf_6	3
clkinv_16	13
buf_16	7
clkinv_4	8
clkinv_2	71
and2_1	101
buf_4	167
dlymetal6s4s_1	1
buf_12	114
clkbuf_8	104
diode_2	5
clkinvlp_4	17
clkinv_8	3
clkbuf_16	433
clkbuf_1	90
dfrtp_1	4544
inv_16	3
bufinv_16	18
dlygate4sd3_1	134
No activity file was given, so power comes from the tool's default toggle rates.
