<file path="/design/flow/run.sh">
#!/bin/bash
# OpenROAD 26Q1-2900-gdf79404cd8, Yosys 0.63+post, stock flow scripts
make -C /OpenROAD-flow-scripts/flow DESIGN_CONFIG=/design/flow/config.mk WORK_HOME=/design/flow/orfs finish
</file>
<file path="/design/flow/config.mk">
export PLATFORM = sky130hd
export DESIGN_NAME = ifm_shift_RF_16
export DESIGN_NICKNAME = ifm_shift_RF_16
export VERILOG_FILES = /design/flow/design.v
export SDC_FILE = /design/flow/constraint.sdc
export NUM_CORES = 4
export LEC_CHECK = 1
export CORE_UTILIZATION = 40
</file>
<file path="/design/flow/constraint.sdc">
current_design ifm_shift_RF_16

set clk_period 1.3
set clk_io_pct 0.2

create_clock -name clk0 -period $clk_period [get_ports {clk}]

set non_clock_inputs [all_inputs -no_clocks]
set_input_delay [expr $clk_period * $clk_io_pct] -clock clk0 $non_clock_inputs
set_output_delay [expr $clk_period * $clk_io_pct] -clock clk0 [all_outputs]
</file>
<file path="/design/flow/design.v">
module ifm_shift_RF #(
    parameter DATA_WIDTH  = 8  , 
    parameter BUFFER_SIZE = 27
) (
	input                           clk               ,
	input                           rst_n             ,
    input                           ifm_demux         ,
	input                           ifm_mux           ,
    input                           ifm_RF_shift_en_1 ,
    input                           ifm_RF_shift_en_2 ,    
	input      [DATA_WIDTH - 1 : 0] data_in           ,
	output reg [DATA_WIDTH - 1 : 0] data_out
);
	reg [DATA_WIDTH - 1 : 0] buffer_1 [0 : BUFFER_SIZE - 1] ;
	reg [DATA_WIDTH - 1 : 0] buffer_2 [0 : BUFFER_SIZE - 1] ;
	integer i;
    always @(posedge clk or negedge rst_n) begin
        if (!rst_n) begin
			data_out        <= 0;
			for (i = 0; i < BUFFER_SIZE; i = i + 1) begin
				buffer_1[i] <= 0;
                buffer_2[i] <= 0;
			end
        end
        else begin
            data_out <= (ifm_mux == 0) ? ((ifm_RF_shift_en_1) ? buffer_1[BUFFER_SIZE - 1] : data_out) : ((ifm_RF_shift_en_2) ? buffer_2[BUFFER_SIZE - 1] : data_out);
            for (i = BUFFER_SIZE - 1; i > 0; i = i - 1) begin
                buffer_1[i] <= (ifm_RF_shift_en_1) ? buffer_1[i-1] : buffer_1[i];
                buffer_2[i] <= (ifm_RF_shift_en_2) ? buffer_2[i-1] : buffer_2[i];
            end
            buffer_1[0] <= (ifm_RF_shift_en_1) ? ((ifm_demux == 0) ? data_in : 0) : buffer_1[0];
            buffer_2[0] <= (ifm_RF_shift_en_2) ? ((ifm_demux == 1) ? data_in : 0) : buffer_2[0];
        end 
    end
endmodule
module ifm_shift_RF_16 #(
    parameter DATA_WIDTH   = 8  , 
    parameter BUFFER_SIZE  = 27 , 
    parameter BUFFER_COUNT = 16
) (
    input                                      clk               ,
    input                                      rst_n             ,
    input                                      ifm_demux         ,
	input                                      ifm_mux           ,
    input                                      ifm_RF_shift_en_1 ,
    input                                      ifm_RF_shift_en_2 ,   
    input  [4:0]                               size              , 
    input  [BUFFER_COUNT * DATA_WIDTH - 1 : 0] data_in           ,
    output [BUFFER_COUNT * DATA_WIDTH - 1 : 0] data_out
);
    reg [BUFFER_COUNT * DATA_WIDTH - 1 : 0] ifm_data_in ;
    always @(size, data_in) begin
        case (size)
            5'd1:    ifm_data_in = {120'b0, data_in[7  :0]} ; 	
            5'd2:    ifm_data_in = {112'b0, data_in[15 :0]} ;	
            5'd3:    ifm_data_in = {104'b0, data_in[23 :0]} ;
            5'd4:    ifm_data_in = {96'b0 , data_in[31 :0]} ; 	
            5'd5:    ifm_data_in = {88'b0 , data_in[39 :0]} ;	
            5'd6:    ifm_data_in = {80'b0 , data_in[47 :0]} ;
            5'd7:    ifm_data_in = {72'b0 , data_in[55 :0]} ; 	
            5'd8:    ifm_data_in = {64'b0 , data_in[63 :0]} ;	
            5'd9:    ifm_data_in = {56'b0 , data_in[71 :0]} ;
            5'd10:   ifm_data_in = {48'b0 , data_in[79 :0]} ; 	
            5'd11:   ifm_data_in = {40'b0 , data_in[87 :0]} ;	
            5'd12:   ifm_data_in = {32'b0 , data_in[95 :0]} ;
            5'd13:   ifm_data_in = {24'b0 , data_in[103:0]} ; 	
            5'd14:   ifm_data_in = {16'b0 , data_in[111:0]} ;	
            5'd15:   ifm_data_in = {8'b0  , data_in[119:0]} ;
            5'd16:   ifm_data_in = data_in ;
            default: ifm_data_in = data_in ;	
        endcase
    end
    genvar i;
    generate
        for (i = 0; i < BUFFER_COUNT; i = i + 1) begin
            ifm_shift_RF #(.DATA_WIDTH (DATA_WIDTH), .BUFFER_SIZE (BUFFER_SIZE + i)) ifm_shift_RF_inst (
                .clk               ( clk                                        ) ,
                .rst_n             ( rst_n                                      ) ,
                .ifm_demux         ( ifm_demux                                  ) ,
                .ifm_mux           ( ifm_mux                                    ) ,
                .ifm_RF_shift_en_1 ( ifm_RF_shift_en_1                          ) ,
                .ifm_RF_shift_en_2 ( ifm_RF_shift_en_2                          ) ,
                .data_in           ( ifm_data_in [i * DATA_WIDTH +: DATA_WIDTH] ) ,
                .data_out          ( data_out    [i * DATA_WIDTH +: DATA_WIDTH] )
            );
        end
    endgenerate
endmodule
</file>
==> qor.tcl <==
set qor(status) {finished, violations left}
set qor(violated_checks) {negative setup slack}
set qor(vias_per_cell) 4.819
set qor(gp_congestion) 0.7865
set qor(post_synth_edffs) 0
set qor(yosys_cells) 19790
set qor(grt_first_pass_wirelength_mm) 953.1
set qor(vias) 159000
set qor(synth.cellmix.adderShare_pct) 0
set qor(finalWorstPathRequiredPeriod_ns) 2.051
set qor(report.final.slew_viol_count) 0
set qor(ys_chip_area_um2) 332300
set qor(dieArea_um2) 834500
set qor(cts_htree_levels) 6
set qor(place.detailed.hpwl_mm) 373.0
set qor(numPortBuffers) 266
set qor(worstPathBufferInverterCount) 1
set qor(synthesis.area_per_instance_um2) 16.79
set qor(final_report_hold_violation_count) 0
set qor(post_route_cells_drive_above_1_share_pct) 52.01
set qor(dieWidth_um) 913.5
set qor(path_delay_family) {flip-flops}
set qor(grt_setup_unrepaired) {true}
set qor(comb_area_um2) 102300
set qor(warning_count) 37
set qor(grt_max_degree) 106
set qor(worst_ir_drop_vdd_uv) 1450
set qor(routedWlPerCell_um) 17.25
set qor(critical_path_arrival_ns) 1.79
set qor(post-place-cells) 31160
set qor(syn_to_final_growth_pct) 17.62
set qor(ys_sh_xor_pct) 0.002635
set qor(detailedRoute.firstPassIterationCount) 5
set qor(cts.path.max_buffers) 4
set qor(mux_area_share_pct) 29.45
set qor(fp-row-count) 334
set qor(numCtsBuffers) 881
set qor(cts_root_buffer) {clkbuf_16}
set qor(flop_area_um2) 224300
set qor(globalRoute.totalOverflow) 0
set qor(floorplan.io_pins) 267
set qor(synthArstFlopShare_pct) 100.0
set qor(drt-total-wl_mm) 569.1
set qor(drc_errors) 0
set qor(ys_seq_share_pct) 67.47
set qor(total_leakage_power_nw) 191.6
set qor(cpMaxStageDelayCell) {dfrtp_2}
set qor(yosysUniqueCellTypes) 32
set qor(synthesis.yosys.warnings) 49
set qor(grt_antenna_before_repair) 30
set qor(clock.latency.late_pin_ns) 1.16
set qor(synth_simple_gate_area_share_pct) 0.5101
set qor(worst_hold_slack_ns) 0.1040
set qor(stdcell_count) 32990
set qor(synthesis.instances) 19790
set qor(worst_clock_skew_ns) 0.04649
set qor(clk_pin_slew_worst_paths_ns) 0.06
set qor(grt_usage_pct) 14.62
set qor(maxCapViolations) 0
set qor(holdCritPathClass) {input port to async pin}
set qor(critical_path_class) {register to output pin}
set qor(floorplanUtilization_pct) 40.16
set qor(crit_path_start_kind) {register}
set qor(layout.cells.most_common_list) {dfrtp_1, mux2_2, clkbuf_16}
set qor(layout_top_cell_excl_fill_tap) {dfrtp_1}
set qor(cell_area_after_synthesis_um2) 332300
set qor(post-route-period-util_pct) 157.7
set qor(ys_dominant_reg_cell) {dfrtp_1}
set qor(drt.antenna.violating_nets) 0
set qor(power.density_cell_area_nw_per_um2) 1939
set qor(worstMarginPinSlew_ns) 0.9085
set qor(count_of_routing_violations_after_the_opening_detailed_route_iteration) 7174
set qor(filler_cell_count) 68830
set qor(floorplan.core_area_um2) 827400
set qor(grt_pass1_vias) 166900
set qor(max_clock_freq_mhz) 487.7
set qor(critical_path.endpoint_type) {output pin}
set qor(top_logic_kind) {multiplexers}
set qor(synth_flops) 8960
set qor(synth.cellmix.compoundShare_pct) 0.7771
set qor(die_height_um) 913.5
set qor(worst_path_largest_cell_delay_ns) 0.50
set qor(max-slew-margin-rel_pct) 39.10
set qor(setup_ws_ns) -0.7505
set qor(setup_viol) 128
set qor(timing.critical_path.fanout_max) 2
set qor(numClockSinks) 8960
set qor(required_ns) 1.04
set qor(clock_tree_from_tritoncts) {yes}
set qor(path_cells) {buf_2}
[kinds of logic (layout without fill, tap and decap cells)]
logic type                Yosys count  in the layout
xor gates and xnor gates            1              1
AOI/OAI and AO/OA                 406            406
buffers and inverters            1320           3566
and+or+nand+nor                   402            402
muxes                            8705           8705
other                               0             30
DFF                              8960           8960
[stage by stage]
step	total power, mW	utilization (%)	setup WS, ns	setup TNS (ns)	instance area (um2)
3_5_place_dp	510.2	43.48	-1.109	-4169.06	359800
4_1_cts	770.1	47.19	-0.8963	-185.27	390500
6_report	757.9	47.24	-0.7505	-80.08	390900
3_3_place_gp	504.8	43.48	-1.130	-4116.86	359800
2_1_floorplan	471.9	-	-0.2461	-1291.53	334400
5_1_grt	800.5	47.23	-0.8851	-93.70	390800
[where the power goes]
part | internal, mW | total, mW | switching (mW)
registers | 360 | 402 | 41.5
logic | 69.2 | 102 | 32.5
clock network | 149 | 254 | 105
[worst reg2reg max path, cell delays in order, from the launching register on]
cell and delay (ns):
dfrtp_1 0.38, mux2i_1 0.25, buf_4 0.23, o21ai_0 0.09
[path summary, 6_finish.rpt]
kind,from,to,slack [ns],cells past startpoint
max reg2reg,genblk1[2].ifm_shift_RF_inst.buffer_2[28][7],genblk1[2].ifm_shift_RF_inst.data_out[7],0.23,3
min,rst_n,genblk1[1].ifm_shift_RF_inst.buffer_2[17][1],0.10,4
max,genblk1[5].ifm_shift_RF_inst.data_out[4],data_out[44],-0.75,1
min reg2reg,genblk1[15].ifm_shift_RF_inst.buffer_1[34][0],genblk1[15].ifm_shift_RF_inst.buffer_1[35][0],0.46,1
min in group clk0,ifm_RF_shift_en_2,genblk1[0].ifm_shift_RF_inst.buffer_2[0][5],0.11,5
max in group asynchronous,rst_n,genblk1[4].ifm_shift_RF_inst.buffer_2[23][6],0.17,6
[cell usage after synthesis, types with 2 or more instances]
cell      number  share of area (%)
dfrtp_1     8960                 67
mux2_2      8576                 29
buf_2        811                1.2
nand2_1      294               0.33
clkbuf_1     260               0.29
inv_1        237               0.27
o22ai_1      177               0.33
o21ai_0      137               0.21
mux2i_1      129               0.39
nand3_1       71               0.11
o32ai_1       49               0.13
nor2b_1       22              0.041
a31o_2        21              0.055
buf_1         12              0.014
o21ai_1        6             0.0090
nor3_1         5             0.0075
a21o_1         3             0.0068
and3_1         3             0.0056
a211oi_1       2             0.0045
a31oi_1        2             0.0038
nor2_1         2             0.0023
o21a_1         2             0.0045
o21ai_2        2             0.0053
o41ai_2        2             0.0098
or3_1          2             0.0038
[registers in the layout, indices dropped and copies added, names as in the netlist]
register / count
genblk1.ifm_shift_RF_inst.buffer_1: 4416
genblk1.ifm_shift_RF_inst.buffer_2: 4416
genblk1.ifm_shift_RF_inst.data_out: 128
[metal layers]
layer	up-vias	global-route usage [%]	share of wire [%]
met1	82590	25.14	49
met2	1809	19.73	42
li1	73620	-	-
met5	-	0	0.0049
met4	4	2.781	2.2
met3	952	4.057	6.4
[area by class of cell]
class | count | share of cell area (%)
Timing Repair Buffer | 1709 | 5.154
Clock inverter | 219 | 0.6972
Tap cell | 10920 | 3.495
Antenna cell | 30 | 0.01921
Inverter | 237 | 0.2276
Multi-Input combinational cell | 9514 | 26.18
Sequential cell | 8960 | 57.37
Clock buffer | 1401 | 6.858
[what timing repair did]
item,4_1_cts,5_1_grt
cloned,0,1
hold endpoints to repair,10190,0
buffers inserted,20,27
gates resized,497,22
hold buffers,136,0
endpoints found under the setup margin,128,1610
Power is estimated from default activity; no workload was simulated.
