[flow/config.mk]
export PLATFORM = sky130hd
export DESIGN_NAME = shift_reg_16
export DESIGN_NICKNAME = shift_reg_16
export VERILOG_FILES = /design/flow/design.v
export SDC_FILE = /design/flow/constraint.sdc
export NUM_CORES = 4
export LEC_CHECK = 1
export CORE_UTILIZATION = 30
[flow/constraint.sdc]
current_design shift_reg_16

set clk_period 1.2
set clk_io_pct 0.2

create_clock -name clk0 -period $clk_period [get_ports {clk}]

set non_clock_inputs [all_inputs -no_clocks]
set_input_delay [expr $clk_period * $clk_io_pct] -clock clk0 $non_clock_inputs
set_output_delay [expr $clk_period * $clk_io_pct] -clock clk0 [all_outputs]
[flow/design.v]
module shift_reg #(parameter DATA_WIDTH = 8, BUFFER_SIZE = 9) (
	input clk,
	input rst_n,
	input read_en,
	input in_valid,
	input [DATA_WIDTH - 1 : 0] data_in,
	output reg [DATA_WIDTH - 1 : 0] data_out
);
	reg [DATA_WIDTH - 1 : 0] buffer [BUFFER_SIZE - 1 : 0];
	integer i;
	always @(posedge clk or negedge rst_n) begin
		if (!rst_n) begin
			data_out      <= 0;
			for (i = 0; i < BUFFER_SIZE; i = i + 1) begin
				buffer[i] <= 0;
			end
		end
		else if (in_valid) begin 
			data_out      <= buffer[BUFFER_SIZE - 1];
			for (i = BUFFER_SIZE - 1; i > 0; i = i - 1) begin
				buffer[i] <= buffer[i - 1];
			end
			buffer[0]     <= (read_en) ? data_in : buffer[BUFFER_SIZE - 1];
		end
		else begin
			for (i = 0; i < BUFFER_SIZE; i = i + 1) begin
				buffer[i] <= buffer[i];
			end
		end
	end	
endmodule
module shift_reg_16 #(parameter DATA_WIDTH = 8, BUFFER_SIZE = 9, BUFFER_COUNT = 16) (
    input  clk,
    input  rst_n,
    input  read_en,
    input  [BUFFER_COUNT - 1 : 0] in_valid,
    input  [BUFFER_COUNT * DATA_WIDTH   - 1 : 0] data_in,
    output [BUFFER_COUNT * DATA_WIDTH   - 1 : 0] data_out
);
    genvar i;
    generate
        for (i = 0; i < BUFFER_COUNT; i = i + 1) begin
            shift_reg #(.DATA_WIDTH(DATA_WIDTH), .BUFFER_SIZE(BUFFER_SIZE)) shift_reg_inst (
                .clk(clk),
                .rst_n(rst_n),
                .read_en (read_en),
                .in_valid(in_valid[i*DATA_WIDTH +: DATA_WIDTH]),
                .data_in(data_in[i*DATA_WIDTH +: DATA_WIDTH]),
                .data_out(data_out[i*DATA_WIDTH +: DATA_WIDTH])
            );
        end
    endgenerate
endmodule
[flow/run.sh]
#!/bin/bash
# OpenROAD 26Q1-2900-gdf79404cd8, Yosys 0.63+post, stock flow scripts
make -C /OpenROAD-flow-scripts/flow DESIGN_CONFIG=/design/flow/config.mk WORK_HOME=/design/flow/orfs finish
==> Changelog: implementation <==
## Flow update

* Setup crit end: data_out[3]
* Final WL at between 8 and 9 mm
* CP endpoint kind: output port
* Final hold vios at 0
* Max Cap Viol at 0
* Worst path bufs/invs at 1
* Yosys Chip Area at 0.00696 mm2
* Share of Yosys cell area claimed by the top area cell type at a little under three fifths
* Pwr dens at 2160 mW/mm2
* Clock root buffer master: clkbuf_16
* LEAKAGE at 3.43 nW
* Post-DR wirelength/cell at 10.6 um
* Total CTS buffers at 17
* Clock-pin slew on the worst setup and hold paths at ~0.07 ns
* Top Ports at 275
* Syn_area_per_cell at 14.3 um2
* RSZ-0062 raised after global routing: no
* Total gr overflow at 0
* Post-route ant nets at 0
* Final Cell Area at a little under 0.008 mm2
* Post-synth seq share at 57.6%
* Fin crit share at 95.2%
* Startpoint types: register
* Yosys stat cell total at 487
* Gr usage total at 7.77%
* Slew headroom at 66.3%
* CP Cell Sequence: buf_2
* Number of global-route vias before repair at roughly 3200
* Vias per cell at around 4
* Grt peak-use layer: met1
* Post-synthesis cell area at 0.00696 mm2
* Routed vias at 3284
* Setup TNS at 0 ns
* CP max FO at 2
* Critical path depth at 1
* Ys flops at 160
* Largest net degree at the start of global routing at 51
* Fin. max-slew vios at 0
* CP startpoint: genblk1[0].shift_reg_inst.data_out[3]
* Die W at ~150 um
* Reg-to-reg startpoint: genblk1[1].shift_reg_inst.data_out[1]
* Diode count at 0
* Reg2reg path depth at 2
* Post-DP Area at 0.00728 mm2
* Yosys warning tally at 18
* First-pass GRT wire length at roughly 15 mm
* Initial DRC count at between 100 and 150
* Worst clock skew at 0.00780 ns
* Std-Cell Rows at ~55
* DR pass1 iterations at 4
* Worst skew pair latency at 0.41 ns
* Layout area overhead at 12.4%
* Clk buf depth at 2
* # DRC at 0
* Die area at 0.0238 mm2
* CTS tree: yes
* Worst EP required at 0.96 ns
* Core region area at between 0.02 and 0.025 mm2
* Share of layout cells above drive strength 1 at 38.4%
* Worst path arrival time at around 0.90 ns
* Number of OpenROAD warnings at 152
* Slew @ Worst Pin at between 0.5 and 0.6 ns
* Fillcell total at 2158
* Comb area at ~0.0024 mm2
* Hold Path Cell Cnt at 2
* Clock sink count at 160
* Top area cell types: dfrtp_1 58%, mux2_2 22%, buf_4 12%
* Detailed placer's ending HPWL at ~5.5 mm
* Final setup vio count at 0
* Die y size at 154 um
* Initial antenna violation count at 0
* CTS H-tree depth at 4
* Final min period at between 1 and 1.5 ns
* Status: complete, no violations
* Met3 Use GR at 2.23%
* Worst vdd ir at 1000 uV
* Crit Path Class: register to output port
* Mapped Cells at ~490
* Met2 GRT Util at 11.6%
* GPL Wtd Cong at 0.728
* Area leader, netlist: dfrtp_1
* R2r setup slk at 0.34 ns
* Reg2reg end: genblk1[1].shift_reg_inst.data_out[1]
* Grt met1 use at 11.9%
* Yosys cell types at 10
* Max incr delay on CP at 0.38 ns
* FMAX at 875 MHz
* Starting Density at 30.6%
* Critical path's slowest cell: dfrtp_1
* Delay-heaviest family, CP: flip-flops
* Reg area at 0.00400 mm2
* Port bufs at 36
* HP Class: input pin to register
## synthesized netlist by cell type (all sizes together)
cell type and count:
a21oi 16, buf 134, mux2 144, conb 1, nor2 16, dfrtp 160
mux2i 16
## through the flow
stage               power [mW]  util, %  cells  setup slack, ns  hold slack (ns)
CTS                       17.2     34.3    833           0.0347           -0.325
global route              18.0     34.4    835          0.00233            0.233
detailed placement        12.1     32.1    799           -0.205            0.128
finish                    16.9     34.4    835           0.0572            0.234
global placement          12.0     32.1    799           -0.220            0.128
floorplan                 11.1        -    598            0.187          -0.0556
## repair_timing
item                                    in CTS  in global routing
endpoints found under the setup margin      16                  0
hold endpoints to repair                    23                 23
setup buffers                                2                  0
gates resized                               48                  0
## report_power, final
group          total, mW  internal, mW  switching [mW]  leakage (nW)
clock               5.11          2.95            2.16         0.274
sequential          8.77          7.66            1.11          1.81
combinational       3.02          2.15           0.877          1.34
total               16.9          12.8            4.15          3.43
## final cells by class
cell class / count / area share (%)
Clock inverter: 13 / 1.65
Timing Repair Buffer: 54 / 6.55
Sequential cell: 160 / 51.2
Tap cell: 285 / 4.56
Multi-Input combinational cell: 304 / 30.4
Clock buffer: 19 / 5.67
## state kept, by name, indices dropped and copies added (netlist names)
register / flops
genblk1.shift_reg_inst.buffer: 144
genblk1.shift_reg_inst.data_out: 16
## how the worst min path moves through the flow
stage                from                                     end  slack (ns)
CTS                 rst_n  genblk1[1].shift_reg_inst.buffer[0][3]       -0.32
global route  in_valid[0]  genblk1[0].shift_reg_inst.buffer[4][2]        0.23
finish        in_valid[0]  genblk1[0].shift_reg_inst.buffer[2][2]        0.23
## logic make-up (layout without fill, tap and decap cells)
kind of cell,Yosys count,after routing,synth area share [%]
AOI/OAI and AO/OA,16,16,1.15
and+or+nand+nor,16,16,0.863
muxes,160,160,26.0
buffers and inverters,134,86,14.3
other,1,112,0.0539
DFF,160,160,57.6
## placed cells by master (no fill, tap or decap), types with 10 or more instances in the layout
master and count:
conb_1 112, mux2i_1 16, mux2_2 136, clkbuf_16 17, buf_2 17, nor2_1 16
dfrtp_1 160, buf_4 10, a21oi_1 16, clkdlybuf4s50_1 17
## per-layer routing
metal  part of all wire [%]  vias up
met5                      0        -
met4                    1.3        0
met3                    6.1        8
met2                     44      103
met1                     48     1634
li1                       -     1539
Power and IR drop assume default switching activity.
