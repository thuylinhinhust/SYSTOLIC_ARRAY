## flow/run.sh

```bash
#!/bin/bash
# OpenROAD 26Q1-2900-gdf79404cd8, Yosys 0.63+post, stock flow scripts
make -C /OpenROAD-flow-scripts/flow DESIGN_CONFIG=/design/flow/config.mk WORK_HOME=/design/flow/orfs finish
```

## flow/config.mk

```make
export PLATFORM = sky130hd
export DESIGN_NAME = shift_reg_16x16
export DESIGN_NICKNAME = shift_reg_16x16
export VERILOG_FILES = /design/flow/design.v
export SDC_FILE = /design/flow/constraint.sdc
export NUM_CORES = 4
export LEC_CHECK = 1
export CORE_UTILIZATION = 40
```

## flow/constraint.sdc

```tcl
current_design shift_reg_16x16

set clk_period 1.2
set clk_io_pct 0.2

create_clock -name clk0 -period $clk_period [get_ports {clk}]

set non_clock_inputs [all_inputs -no_clocks]
set_input_delay [expr $clk_period * $clk_io_pct] -clock clk0 $non_clock_inputs
set_output_delay [expr $clk_period * $clk_io_pct] -clock clk0 [all_outputs]
```

## flow/design.v

```verilog
module shift_reg #(parameter DATA_WIDTH = 8, BUFFER_SIZE = 9) (
	input clk,
	input rst_n,
	input read_en,
	input in_valid,
	input [DATA_WIDTH - 1 : 0] data_in,
	output reg [DATA_WIDTH - 1 : 0] data_out
);
	reg [DATA_WIDTH - 1 : 0] buffer [BUFFER_SIZE - 1 : 0];
	integer i;
	always @(posedge clk or negedge rst_n) begin
		if (!rst_n) begin
			data_out      <= 0;
			for (i = 0; i < BUFFER_SIZE; i = i + 1) begin
				buffer[i] <= 0;
			end
		end
		else if (in_valid) begin 
			data_out      <= buffer[BUFFER_SIZE - 1];
			for (i = BUFFER_SIZE - 1; i > 0; i = i - 1) begin
				buffer[i] <= buffer[i - 1];
			end
			buffer[0]     <= (read_en) ? data_in : buffer[BUFFER_SIZE - 1];
		end
		else begin
			for (i = 0; i < BUFFER_SIZE; i = i + 1) begin
				buffer[i] <= buffer[i];
			end
		end
	end	
endmodule
module shift_reg_16x16 #(parameter DATA_WIDTH = 8, BUFFER_SIZE = 9, BUFFER_COUNT = 16) (
    input clk,
    input rst_n,
    input [BUFFER_COUNT - 1 : 0] in_valid,
    input [BUFFER_COUNT * DATA_WIDTH - 1 : 0] data_in,
    output [BUFFER_COUNT * DATA_WIDTH - 1 : 0] data_out
);
    genvar i;
    generate
        for (i = 0; i < BUFFER_COUNT; i = i + 1) begin
            shift_reg #(.DATA_WIDTH(DATA_WIDTH), .BUFFER_SIZE(BUFFER_SIZE)) shift_reg_inst (
                .clk(clk),
                .rst_n(rst_n),
                .in_valid(in_valid[i]),
                .data_in(data_in[i * DATA_WIDTH +: DATA_WIDTH]),
                .data_out(data_out[i * DATA_WIDTH +: DATA_WIDTH])
            );
        end
    endgenerate
endmodule
```

==> insert_results.sql <==
-- metrics for the results database
INSERT INTO impl_metrics (metric_group, metric, value, unit) VALUES
('final_timing', 'setup-violations-final', '315', ''),
('power_and_ir_drop', 'power_per_cell_area', '1510', 'mW/mm^2'),
('worst_setup_path', 'worstSetupPathType', 'register to primary output', ''),
('final_timing', 'postLayoutSetupSlackWorst', '-0.259', 'ns'),
('detailed_routing', 'route.detailed.wl_per_inst', '14.1', 'um'),
('worst_setup_path', 'cp_num_cells', '1', ''),
('final_timing', 'post-route-min-period', '1.46', 'ns'),
('final_timing', 'timing.final.hold_violations', '0', ''),
('logic_synthesis', 'postSynthCellCount', '2432', ''),
('worst_setup_path', 'critPathRequiredTime', '0.96', 'ns'),
('logic_synthesis', 'ys_seq_frac', '0.663', ''),
('final_timing', 'worst_slew_pin_slew', '0.890', 'ns'),
('worst_setup_path', 'critical_path.reg2reg.endpoint', 'genblk1[11].shift_reg_inst.buffer[1][7]', ''),
('detailed_routing', 'finalWirelength', '60700', 'um'),
('grt', 'number_of_antenna_violations_at_the_first_check_in_global_routing', '1', ''),
('worst_setup_path', 'cp_top_family', 'flip-flops', ''),
('logic_synthesis', 'synth_simple_gate_area_share', '0', ''),
('run_status', 'outcome', 'finished with violations', ''),
('worst_setup_path', 'worstSetupEndpointType', 'primary output', ''),
('final_layout', 'num-fill-cells', '8725', ''),
('die', 'die_w', '332', 'um'),
('clock_network', 'clock-sinks', '1152', ''),
('clock_network', 'ctsHtreeMaxLevel', '3', ''),
('clock_network', 'cts_buffers', '117', ''),
('detailed_routing', 'route.antenna.remaining_nets', '0', ''),
('power_and_ir_drop', 'total_leakage_power', '26.9', 'nW'),
('grt', 'gr-usage-all-layers', '0.120', ''),
('clock_network', 'clock_latency_of_the_later_clocked_register_in_the_worst_skew_pair', '0.69', 'ns'),
('logic_synthesis', 'yosys-mux-area-fraction', '0.304', ''),
('detailed_routing', 'avgViaCountPerCell', '4.64', ''),
('job', 'cap_viol_max_count', '0', ''),
('worst_setup_path', 'worst-path-buf-inv', '1', ''),
('worst_setup_path', 'crit_path_max_incr_delay', '0.40', 'ns'),
('logic_synthesis', 'synth_cell_type_count', '5', ''),
('place', 'gpl.final_weighted_congestion', '0.747', ''),
('clock_network', 'clk_pin_slew_worst_paths', '0.06', 'ns'),
('worst_setup_path', 'worst_r2r_path_depth', '3', ''),
('final_timing', 'grt_setup_unrepaired', 'true', ''),
('worst_setup_path', 'critPathSlowestCell', 'sky130_fd_sc_hd__dfrtp_1', ''),
('die', 'core_util_floorplan', '0.405', ''),
('worst_setup_path', 'setup.reg_to_reg.worst_slack', '0.17', 'ns'),
('die', 'chipArea', '0.110', 'mm^2'),
('clock_network', 'clk_path_buf_depth', '3', ''),
('worst_setup_path', 'crit-reg2reg-launch', 'genblk1[11].shift_reg_inst.buffer[0][7]', ''),
('final_layout', 'stdcell_area', '0.0510', 'mm^2'),
('detailed_routing', 'drc', '0', ''),
('logic_synthesis', 'flops_after_synth', '1152', ''),
('final_layout', 'flow.area_growth_from_synthesis', '17.2', '%'),
('run_status', 'failed_checks', 'negative setup slack', ''),
('logic_synthesis', 'ys_sh_adder', '0', ''),
('worst_setup_path', 'crit_chain', 'buf_2', ''),
('final_timing', 'fin_skew', '0.0173', 'ns'),
('die', 'rows', '120', ''),
('worst_setup_path', 'worstPathArrival', '1.22', 'ns'),
('place', 'hpwl', '35800', 'um'),
('detailed_routing', 'drt_first_pass_iters', '4', ''),
('final_timing', 'max_freq', '0.685', 'GHz'),
('power_and_ir_drop', 'power.ir.vdd_worst', '1080', 'uV'),
('place', 'port_buffers', '145', ''),
('worst_setup_path', 'critical_path.max_fanout', '3', ''),
('detailed_routing', 'drt_iter0_markers', '734', ''),
('worst_setup_path', 'crit_path_start_kind', 'register', ''),
('die', 'ios', '274', ''),
('worst_hold_path', 'timing.hold.worst.class', 'primary input to register', ''),
('worst_hold_path', 'worstHoldStart', 'in_valid[3]', ''),
('grt', 'grt_pass1_wl', '107000', 'um'),
('grt', 'grt.overflow.total', '0', ''),
('final_timing', 'final_min_period_over_clock_period', '1.22', ''),
('detailed_routing', 'antenna-diode-count', '0', ''),
('logic_synthesis', 'synth.logic.top_family', 'multiplexers', ''),
('logic_synthesis', 'synthAoiAreaFrac', '0', '');
[flip-flops by register name, summed over array words and instances, names as in the netlist]
name	count
genblk1.shift_reg_inst.data_out	40
genblk1.shift_reg_inst.buffer	1112
[through the flow]
stage               power [mW]  worst slack (ns)  std cells  utilization  hold WS, ns
floorplan                 41.1             0.248       2432            -      -0.0556
global placement          42.1            0.0110       3949        0.434        0.382
detailed placement        42.2           0.00434       3949        0.434        0.383
CTS                       78.1            -0.352       4263        0.471      0.00106
global route              79.8            -0.338       4296        0.475       0.0402
finish                    76.7            -0.259       4296        0.475       0.0638
[worst max-delay path by stage]
stage                                       from            to  slack (ns)
4_1_cts   genblk1[8].shift_reg_inst.buffer[0][3]  data_out[67]       -0.35
5_1_grt   genblk1[2].shift_reg_inst.buffer[0][1]  data_out[17]       -0.34
6_report  genblk1[2].shift_reg_inst.buffer[0][1]  data_out[17]       -0.26
[area by class of cell]
class	instances	area (um^2)	share of cell area
clock buffers	178	3490	0.0685
well taps	1403	1760	0.0345
repair buffers	384	3380	0.0664
multi-input cells	1152	13200	0.259
clock inverters	27	299	0.00587
flip-flops and latches	1152	28800	0.566
[synthesized netlist by cell type (all sizes together)]
cell type / n / area [um^2]
mux2: 1152 / 13200
buf: 128 / 1440
dfrtp: 1152 / 28800
[timing repair]
item / 4_1_cts / 5_1_grt
gates resized: 436 / 6
gates cloned: 0 / 0
buffers inserted: 103 / 22
hold buffers: 4 / 3
endpoints found under the hold margin: 803 / 854
setup endpoints to repair: 128 / 1249
[layer usage]
layer	vias up	global-route usage	share of wire
li1	9418	-	-
met5	-	0	0.00021
met1	10100	0.197	0.48
met4	2	0.0322	0.033
met3	141	0.0259	0.047
met2	209	0.169	0.44
[where the power goes]
| part | internal (mW) | switching, mW |
|---|---|---|
| combinational | 1.06 | 1.54 |
| clock | 20.9 | 14.3 |
| sequential | 38.9 | 0 |
[logic make-up after synthesis]
group	count (synthesis)
multiplexers	1152
flip-flops	1152
buffers and inverters	128
[cell usage in the layout (no fill, tap or decap)]
cell type                       count
sky130_fd_sc_hd__clkinvlp_4         2
sky130_fd_sc_hd__buf_4            167
sky130_fd_sc_hd__clkbuf_16        118
sky130_fd_sc_hd__buf_2            134
sky130_fd_sc_hd__clkinv_2          13
sky130_fd_sc_hd__dlygate4sd3_1     12
sky130_fd_sc_hd__clkbuf_1          29
sky130_fd_sc_hd__bufinv_16          5
sky130_fd_sc_hd__buf_6              9
sky130_fd_sc_hd__mux2_2          1025
sky130_fd_sc_hd__buf_8              1
sky130_fd_sc_hd__mux2_1            67
sky130_fd_sc_hd__dfrtp_1         1152
sky130_fd_sc_hd__clkbuf_8          31
sky130_fd_sc_hd__inv_6              4
sky130_fd_sc_hd__buf_12            61
sky130_fd_sc_hd__clkinv_8           1
sky130_fd_sc_hd__clkinv_4           2
sky130_fd_sc_hd__mux2_4            60
Power is estimated from default activity; no workload was simulated.
