File: run.sh
#!/bin/bash
# OpenROAD 26Q1-2900-gdf79404cd8, Yosys 0.63+post, stock flow scripts
make -C /OpenROAD-flow-scripts/flow DESIGN_CONFIG=/design/flow/config.mk WORK_HOME=/design/flow/orfs finish
File: config.mk
export PLATFORM = sky130hd
export DESIGN_NAME = wgt_shift_RF_16
export DESIGN_NICKNAME = wgt_shift_RF_16
export VERILOG_FILES = /design/flow/design.v
export SDC_FILE = /design/flow/constraint.sdc
export NUM_CORES = 4
export LEC_CHECK = 1
export CORE_UTILIZATION = 40
File: constraint.sdc
current_design wgt_shift_RF_16

set clk_period 1.6
set clk_io_pct 0.2

create_clock -name clk0 -period $clk_period [get_ports {clk}]

set non_clock_inputs [all_inputs -no_clocks]
set_input_delay [expr $clk_period * $clk_io_pct] -clock clk0 $non_clock_inputs
set_output_delay [expr $clk_period * $clk_io_pct] -clock clk0 [all_outputs]
File: design.v
module wgt_shift_RF #(
	parameter DATA_WIDTH  = 8 , 
	parameter BUFFER_SIZE = 27
) (
	input                           clk             ,
	input                           rst_n           ,
	input                           select_wgt      ,
	input                           wgt_RF_shift_en ,
	input      [DATA_WIDTH - 1 : 0] data_in         ,
	output reg [DATA_WIDTH - 1 : 0] data_out
);
	reg [DATA_WIDTH - 1 : 0] buffer [0 : BUFFER_SIZE - 1];
	integer i;
	always @(posedge clk or negedge rst_n) begin
		if (!rst_n) begin
			data_out      <= 0;
			for (i = 0; i < BUFFER_SIZE; i = i + 1) begin
				buffer[i] <= 0;
			end
		end
		else if (wgt_RF_shift_en) begin
			data_out      <= buffer[BUFFER_SIZE - 1];
			for (i = BUFFER_SIZE - 1; i > 0; i = i - 1) begin
				buffer[i] <= buffer[i - 1];
			end
			buffer[0]     <= (select_wgt) ? data_in : buffer[BUFFER_SIZE - 1];
		end
	end	
endmodule
module wgt_shift_RF_16 #(
    parameter DATA_WIDTH   = 8  , 
    parameter BUFFER_SIZE  = 27 , 
    parameter BUFFER_COUNT = 16
) (
    input                                      clk             ,
    input                                      rst_n           ,
    input                                      select_wgt      ,
    input  [BUFFER_COUNT              - 1 : 0] wgt_RF_shift_en ,
    input  [4:0]                               size            , 
    input  [BUFFER_COUNT * DATA_WIDTH - 1 : 0] data_in         ,
    output [BUFFER_COUNT * DATA_WIDTH - 1 : 0] data_out
);
    reg [BUFFER_COUNT * DATA_WIDTH - 1 : 0] wgt_data_in ;
    always @(size, data_in) begin
        case (size)
            5'd1:    wgt_data_in = {120'b0, data_in[7  :0]} ; 	
            5'd2:    wgt_data_in = {112'b0, data_in[15 :0]} ;	
            5'd3:    wgt_data_in = {104'b0, data_in[23 :0]} ;
            5'd4:    wgt_data_in = {96'b0 , data_in[31 :0]} ; 	
            5'd5:    wgt_data_in = {88'b0 , data_in[39 :0]} ;	
            5'd6:    wgt_data_in = {80'b0 , data_in[47 :0]} ;
            5'd7:    wgt_data_in = {72'b0 , data_in[55 :0]} ; 	
            5'd8:    wgt_data_in = {64'b0 , data_in[63 :0]} ;	
            5'd9:    wgt_data_in = {56'b0 , data_in[71 :0]} ;
            5'd10:   wgt_data_in = {48'b0 , data_in[79 :0]} ; 	
            5'd11:   wgt_data_in = {40'b0 , data_in[87 :0]} ;	
            5'd12:   wgt_data_in = {32'b0 , data_in[95 :0]} ;
            5'd13:   wgt_data_in = {24'b0 , data_in[103:0]} ; 	
            5'd14:   wgt_data_in = {16'b0 , data_in[111:0]} ;	
            5'd15:   wgt_data_in = {8'b0  , data_in[119:0]} ;
            5'd16:   wgt_data_in = data_in ;
            default: wgt_data_in = data_in ;	
        endcase
    end
    genvar i;
    generate
        for (i = 0; i < BUFFER_COUNT; i = i + 1) begin
            wgt_shift_RF #(.DATA_WIDTH (DATA_WIDTH), .BUFFER_SIZE (BUFFER_SIZE)) wgt_shift_RF_inst (
                .clk             ( clk                                        ) ,
                .rst_n           ( rst_n                                      ) ,
                .select_wgt      ( select_wgt                                 ) ,
                .wgt_RF_shift_en ( wgt_RF_shift_en[i]                         ) ,
                .data_in         ( wgt_data_in [i * DATA_WIDTH +: DATA_WIDTH] ) ,
                .data_out        ( data_out    [i * DATA_WIDTH +: DATA_WIDTH] )
            );
        end
    endgenerate
endmodule
==> flow_summary_export.csv <==
group,metric,value,unit
outcome,status,"finished, violations left",
outcome,violations,"setup timing",
critical_path,cp_top_family,"flip-flops",
synthesis,flop_cell,"dfrtp_1",
power,leakage,74.7,nW
critical_path,max_stage_delay,0.46,ns
synthesis,top_area_frac,0.669,
clock_network,clock_sinks,3584,
grt,grt_pass1_wl,359000,um
synthesis,synth.largest_area_cell,"dfrtp_1",
routing,drc,0,
grt,antenna_found_initial,9,
final_timing,hold_ws,0.0861,ns
final_timing,finalWorstSetupSlack,-0.220,ns
routing,num_vias,64100,
critical_path,reg2reg_from,"genblk1[15].wgt_shift_RF_inst.buffer[26][5]$_DFFE_PN0P_",
die,die_height,581,um
final_timing,finalSetupViolCount,128,
clock_network,clk_pin_slew,0.06,ns
clock_network,cts_made_buffers,377,
die,num_io_pins,280,
place,dp_hpwl,126000,um
place,gp_congestion,0.775,
synthesis,synth.distinct_cells,38,
routing,antenna_left,0,
synthesis,ys_seq_frac,0.669,
grt,grt_overflow,0,
die,num_rows,212,
routing,drt_iter0_drc,2559,
critical_path,crit_arrival,1.50,ns
power,vdd_ir_drop_max,1.09,mV
final_timing,tightest_slew,0.692,ns
run,max_cap_violations,0,
hold_path,hp-start,"data_in[97]",
power,pwr_density_cell,1690,nW/um^2
synthesis,synthesis.area,134000,um^2
final_timing,period_needed,1.82,ns
grt,grt_max_degree,137,
critical_path,r2r_slack,0.37,ns
die,fp-utilization,0.402,
synthesis,synthTopCellsByCount,"dfrtp_1, mux2_2, buf_2, clkbuf_1, mux2i_1",
critical_path,cp_max_fo,2,
synthesis,edf_count,0,
final_timing,final_hold_viol_count,0,
place,portBuffers,279,
synthesis,ys_cells,8014,
hold_path,hold_path_class,"input pin to register",
clock_network,root_buffer,"clkbuf_16",
critical_path,cp_num_cells,1,
final_timing,drv_slew,0,
synthesis,async_flop_share,1.00,
final_timing,fmax,549,MHz
power,total_power,267,mW
hold_path,hold_depth,3,
final_timing,fin_worst_skew,0.0397,ns
final_timing,fin_crit_sh,1.14,
final_layout,area_growth,18.1,%
critical_path,start_kind,"register",
clock_network,htree_levels,5,
final_timing,rsz0062_at_grt,"yes",
synthesis,postSynthCellCount,8014,
grt,grt_use_total,0.132,
clock_network,cts_buffer_depth,4,
synthesis,yosys.cell_count.top_type,"dfrtp_1",
final_layout,drive_gt1_frac,0.509,
synthesis,avgSynthCellArea,16.7,um^2
synthesis,topCellsByArea,"dfrtp_1, mux2_2, buf_2, mux2i_1, clkbuf_1",
grt,grt_pass1_vias,67900,
final_timing,slew_headroom,0.538,
critical_path,critPathSlowestCell,"dfrtp_2",
critical_path,crit_required,1.28,ns
critical_path,path_class,"register to primary output",
routing,drt_pass1_iterations,5,
critical_path,critPathBufInv,1,
critical_path,cp_cell_sequence,"buf_6",
die,fp.coreArea,333000,um^2
critical_path,end_kind,"primary output",
routing,vias_per_cell,4.79,
synthesis,yosys_area,134000,um^2
run,warnings,36,
synthesis,numSynthFlops,3584,
critical_path,reg2regPathDepth,3,
routing,wl_per_cell,15.5,um
critical_path,crit_start,"genblk1[11].wgt_shift_RF_inst.data_out[3]$_DFFE_PN0P_",
die,die_area,338000,um^2
synthesis,yosys_warnings,3,
clock_network,clock_latency,0.91,ns
routing,wl,207000,um
die,fp.dieW,581,um
clock_network,cts_tree,"done",
-- final timing paths --
kind,end
max in group asynchronous,genblk1[11].wgt_shift_RF_inst.data_out[4]$_DFFE_PN0P_
setup / recovery,data_out[91]
min in group asynchronous,genblk1[9].wgt_shift_RF_inst.buffer[16][0]$_DFFE_PN0P_
setup reg to reg,genblk1[15].wgt_shift_RF_inst.buffer[0][5]$_DFFE_PN0P_
hold reg to reg,genblk1[8].wgt_shift_RF_inst.buffer[16][3]$_DFFE_PN0P_
hold / removal,genblk1[12].wgt_shift_RF_inst.buffer[0][1]$_DFFE_PN0P_
-- power breakdown --
group | leakage (nW) | switching (mW) | internal [mW]
sequential | 46.3 | 16.0 | 124
combinational | 22.1 | 12.5 | 28.1
clock | 6.22 | 35.4 | 51.5
-- state kept, by name, indices dropped and copies added (netlist names) --
| signal | flops |
|---|---|
| genblk1.wgt_shift_RF_inst.buffer | 3456 |
| genblk1.wgt_shift_RF_inst.data_out | 128 |
-- per-stage QoR --
step / TNS [ns] / cells / utilization / setup slack, ns / instance area [um^2]
4_1_cts: -31.63 / 13400 / 0.474 / -0.359 / 158000
6_report: -15.17 / 13400 / 0.475 / -0.220 / 158000
2_1_floorplan: 0 / 8014 / - / 0.131 / 134000
5_1_grt: -29.02 / 13400 / 0.475 / -0.344 / 158000
3_3_place_gp: -59.81 / 12500 / 0.434 / -0.739 / 145000
3_5_place_dp: -61.25 / 12500 / 0.434 / -0.780 / 145000
-- cells in the final DEF, fill, tap and decap left out, types with 80 or more instances in the layout --
cell type	Yosys	layout
dfrtp_1	3584	3576
clkdlybuf4s50_1	0	132
mux2i_1	80	80
clkbuf_8	0	99
dlygate4sd3_1	0	105
buf_4	2	189
clkbuf_1	114	94
mux2_2	3456	3456
buf_2	331	108
clkbuf_16	0	379
buf_12	0	166
-- area by class of cell --
cell class / instances / area (um^2)
Fill cell: 27300 / 175000
Timing Repair Buffer: 739 / 8160
Clock inverter: 124 / 1580
Multi-Input combinational cell: 3977 / 42300
Sequential cell: 3584 / 89700
Tap cell: 4387 / 5490
Clock buffer: 563 / 11100
Inverter: 1 / 3.75
Antenna cell: 7 / 17.5
-- logic make-up (layout without fill, tap and decap cells) --
family          Yosys count  after routing  share of synthesized area
buf+inv                 453           1427                     0.0159
flops                  3584           3584                      0.669
other cells               0              7                          0
compound gates          188            188                    0.00918
xor+xnor                  1              1                  0.0000653
simple gates            252            252                    0.00995
mux                    3536           3536                      0.296
-- what timing repair did --
| action | in CTS | in global routing |
|---|---|---|
| endpoints found under the hold margin | 4604 | 0 |
| resized | 455 | 1 |
| endpoints found under the setup margin | 128 | 129 |
| gates cloned | 0 | 0 |
| hold buffers | 105 | 0 |
| setup buffers | 32 | 14 |
| pin swaps | 0 | 1 |
-- routing by layer --
metal | global-route usage | vias to the layer above | wire length, um
met4 | 0.0336 | 4 | 6100
met5 | 0 | - | 34
met2 | 0.188 | 789 | 91300
met3 | 0.0262 | 373 | 9280
li1 | - | 30000 | -
met1 | 0.219 | 33000 | 101000
Power figures rest on the tool's default switching activity, not on a simulated workload.
